==> /design/flow/design.v <==
package parameters;
	parameter OPERAND_BUS_WIDTH = 8;
    parameter OPERAND_MAX_DATA_WIDTH = 32;
    parameter RESULT_BUS_WIDTH = 16;
    parameter RESULT_MAX_DATA_WIDTH = 64;
    typedef enum bit[2:0] {no_op = 3'b000, add_op = 3'b001, and_op = 3'b010, xor_op = 3'b011, mul_op = 3'b100, rst_op = 3'b111} alu_in_op_t;
endpackage
module alu_multi_cycle #(
    parameter OPERAND_BUS_WIDTH = 8,
    parameter OPERAND_MAX_DATA_WIDTH = 32,
    parameter RESULT_BUS_WIDTH = 16,
    parameter RESULT_MAX_DATA_WIDTH = 64
) (
    input   wire                            clk,
    input   wire                            rst,  
    input   wire                            operand_valid,
    input   wire [2:0]                      op,
    input   wire [OPERAND_BUS_WIDTH-1:0]    a,
    input   wire [OPERAND_BUS_WIDTH-1:0]    b,
    input   wire                            operand_last,
    output  reg                             ready,
    output  reg                             result_valid,
    output  reg  [RESULT_BUS_WIDTH-1:0]     result,
    output  reg                             result_last,
    output  reg                             result_rst
);
    typedef enum logic [1:0] {
        IDLE,
        RECEIVE,
        EXECUTE,
        SEND
    } state_t;
    state_t state, next_state;
    reg [OPERAND_MAX_DATA_WIDTH-1:0] operand_a, operand_b;
    reg [RESULT_MAX_DATA_WIDTH-1:0] result_full;
    reg [$clog2(OPERAND_MAX_DATA_WIDTH/OPERAND_BUS_WIDTH):0] operand_shift_cnt;
    reg [$clog2(RESULT_MAX_DATA_WIDTH/RESULT_BUS_WIDTH):0] result_shift_cnt;
    reg [2:0] op_reg;
    always @( * ) begin
        result = result_full[result_shift_cnt*RESULT_BUS_WIDTH +: RESULT_BUS_WIDTH];
        ready = state == IDLE || state == RECEIVE;
    end
    always @(posedge clk) begin
        if (op == 3'b111 && operand_valid || (!rst)) begin
            state <= IDLE;
            result_rst          <= 1'b1;
            result_valid        <= 1'b0;
            result              <= '0;
            result_last         <= 1'b0;
            operand_a           <= '0;
            operand_b           <= '0;
            result_full         <= '0;
            operand_shift_cnt   <= 0;
            result_shift_cnt    <= 0;
            op_reg              <= 3'b000;
        end else begin
            result_rst <= 1'b0;
            case (state)
                IDLE: begin
                    operand_shift_cnt <= 0;
                    operand_a <= '0;
                    operand_b <= '0;
                    result_valid <= 0;
                    result_last <= 0;
                    result_shift_cnt <= 0;
                    result_full         <= '0;
                    if (operand_valid) begin
                        operand_a[OPERAND_BUS_WIDTH-1:0] <= a;
                        operand_b[OPERAND_BUS_WIDTH-1:0] <= b;
                        op_reg <= op;
                        operand_shift_cnt <= 1;
                        if (op == 0) begin
                            state <= IDLE;
                        end else if (operand_last) begin
                            state <= EXECUTE;
                        end else begin 
                            state <= RECEIVE;
                        end
                    end
                end
                RECEIVE: begin
                    if (operand_valid) begin
                        operand_a[operand_shift_cnt*OPERAND_BUS_WIDTH +: OPERAND_BUS_WIDTH] <= a;
                        operand_b[operand_shift_cnt*OPERAND_BUS_WIDTH +: OPERAND_BUS_WIDTH] <= b;
                        operand_shift_cnt <= operand_shift_cnt + 1;
                        if (operand_last) begin
                            state <= EXECUTE;
                        end
                    end
                end
                EXECUTE: begin
                    case (op_reg)
                        3'b000: result_full <= 0;  
                        3'b001: result_full <= operand_a + operand_b;  
                        3'b010: result_full <= operand_a & operand_b;  
                        3'b011: result_full <= operand_a ^ operand_b;  
                        3'b100: result_full <= operand_a * operand_b;  
                        3'b111: result_full <= 0;  
                        default: result_full <= 0;
                    endcase
                    result_shift_cnt <= 0;
                    result_valid <= 1;               
                    if (RESULT_MAX_DATA_WIDTH <= RESULT_BUS_WIDTH) begin 
                        state <= IDLE;
                        result_last <= 1;
                    end else begin 
                        state <= SEND;
                    end
                end
                SEND: begin
                    result_shift_cnt <= result_shift_cnt + 1;
                    result_valid <= 1;
                    if (result_full >> (result_shift_cnt+2)*RESULT_BUS_WIDTH == 0) begin 
                        state <= IDLE;
                        result_last <= 1;
                    end
                end
            endcase
        end
    end
endmodule
==> /design/flow/run.sh <==
#!/bin/bash
# OpenROAD 26Q1-2900-gdf79404cd8, Yosys 0.63+post, stock flow scripts
make -C /OpenROAD-flow-scripts/flow DESIGN_CONFIG=/design/flow/config.mk WORK_HOME=/design/flow/orfs finish
==> /design/flow/config.mk <==
export PLATFORM = sky130hd
export DESIGN_NAME = alu_multi_cycle
export DESIGN_NICKNAME = alu_multi_cycle
export VERILOG_FILES = /design/flow/design.v
export SDC_FILE = /design/flow/constraint.sdc
export NUM_CORES = 4
export LEC_CHECK = 1
export CORE_UTILIZATION = 30
==> /design/flow/constraint.sdc <==
current_design alu_multi_cycle

set clk_period 15.5
set clk_io_pct 0.2

create_clock -name clk0 -period $clk_period [get_ports {clk}]

set non_clock_inputs [all_inputs -no_clocks]
set_input_delay [expr $clk_period * $clk_io_pct] -clock clk0 $non_clock_inputs
set_output_delay [expr $clk_period * $clk_io_pct] -clock clk0 [all_outputs]
==> GITHUB_STEP_SUMMARY <==
## Implementation flow summary

| Metric | Value |
|---|---|
| Status | finished clean |
| Total grt overflow | 0 |
| Number of maximum-capacitance violations | 0 |
| R2r endpoint | result_full[54] |
| Library cell with the largest summed area after synthesis | fa_1 |
| Horizontal die dimension | 353 um |
| Maximum vdd ir drop | 0.0691 mV |
| Average size of a mapped cell | a little over 9 um2 |
| Tcrit/Tclk final | 0.550 |
| Number of cells traversed by the worst register-to-register path | 22 |
| Clock period minus final worst setup slack | 8.53 ns |
| FILL cells | 12500 |
| Register Area | 0.00224 mm2 |
| Power density of the placed cells | 16.9 mW/mm2 |
| Count of library flops with an enable pin | 0 |
| Vias in the first global route | around 29000 |
| Max-slew violation count | 0 |
| Setup repair after global routing missed its margin | no |
| Vias after detailed routing | approximately 26000 |
| Peak clock frequency supported by timing | 117 MHz |
| FF-to-FF setup slack | 6.97 ns |
| Number of violations reported at the end of detailed-routing iteration 0 | about 1300 |
| IO Port Bufs | 26 |
| Gate count after technology mapping | 4052 |
| Fraction of synthesis flops using an asynchronous set or reset pin | 0 |
| Routability cong. | approximately 0.94 |
| Number of optimization iterations in the first detailed-route pass | 5 |
| Mean number of vias per cell | between 4 and 5 |
| Number of clock buffers inserted by TritonCTS | 9 |
| Util after Layout | 0.323 |
| Ys Warns | 33 |
| Post-synthesis sequential area ratio | 0.0606 |
| Startpoint types | flop |
| Chip area from the yosys synthesis statistics | 0.0370 mm2 |
| Number of warnings in the stage logs | 27 |
| Core Rows | ~130 |
| Fraction of final layout cells with drive strength greater than 1 | 0.0286 |
| Clock Pin Slew Worst Setup and Hold Paths | around 0.09 ns |
| Worst Hold Class | flop to flop |
| P&R area growth vs syn | 6.41% |
| Relative slew slack | 0.282 |
| Chip Height | roughly 350 um |
| Area of the placeable core | roughly 0.12 mm2 |
| Crit. End Element | flop |
| Setup repair bufs after CTS | 0 |
| Count of clock tree sinks | around 110 |
| Antenna Diode Count | 0 |
| Startpoint-to-endpoint class of the critical path | flop to flop |
| Largest net degree at the start of global routing | roughly 64 |
| Post-Route WL | 97.2 mm |
| Post-synth top area share | 0.484 |
| Worst r2r src | operand_a[12] |
| Main flop type | dfxtp_1 |
| Biggest regs | operand_a: 32 flops, operand_b: 32 flops, result_full: 32 flops |
| Arrival time at the worst endpoint | a little under 9 ns |
| Hold buffer count at cts | 0 |
| Number of setup violations in the final report | 0 |
| Number of cells in Yosys stat | between 4000 and 5000 |
| Required time of the worst setup path | 15.78 ns |
| Drt wl/cell | 17.4 um |
| Least-Margin Pin Slew | ~1.1 ns |
| Final worst clock skew | 0.0174 ns |
| H-tree lvl count | 3 |
| Antenna violations before repair | 2 |
| Final routed DRC violation total | 0 |
| Worst setup path startpoint | operand_a[12] |
| Clock tree from TritonCTS | done |
| Destination of the critical timing path | result_full[54] |
| Number of register bits inferred by synthesis | 112 |
| Root buffer cell | clkbuf_16 |
| Distinct lib cells used | between 50 and 60 |
| Post-Synthesis Cell Area | roughly 0.037 mm2 |
| Overall global routing resource usage | 0.173 |
| Placed wire-length estimate after detailed placement | roughly 75 mm |
| Global-route wire length before repair | roughly 160 mm |
| Clock tree buffer depth | 2 |
| Total negative setup slack | 0 ns |
| Core utilization before placement | 0.303 |
| Hold Violations, Final | 0 |
| Number of gates resized after CTS | 0 |
| Static Leak | slightly below 20 nW |
| Remaining antenna violation count after routing | 0 |
| Count of pins on the block boundary | 43 |
| Worst hold margin | 0.455 ns |
| Combinational cell area excluding buffers and inverters | between 0.03 and 0.04 mm2 |
| Later-pin clock latency in the skew report | 0.39 ns |
| Critical-path maximum fanout | 19 |
| Largest cells by area after synthesis | fa_1, ha_1, and2_1 |
| Area of the die | 0.125 mm2 |
Yosys cell counts (all sizes together) (2+ instances only):
library cell / n
a211oi: 6
a21boi: 3
a21o: 30
a21oi: 77
a221o: 3
a221oi: 2
a222oi: 16
a22o: 19
a22oi: 48
a31oi: 5
a32oi: 2
a41oi: 4
and2: 575
and3: 8
and4: 5
buf: 17
clkbuf: 226
dfxtp: 112
fa: 895
ha: 297
inv: 881
nand2: 505
nand2b: 2
nand3: 20
nand4: 21
nor2: 99
nor2b: 5
nor3: 10
nor3b: 2
nor4: 13
nor4bb: 2
o2111a: 2
o211ai: 3
o21a: 5
o21ai: 65
o21bai: 5
o221ai: 3
o31ai: 6
or2: 3
or3: 2
xnor2: 16
xor2: 20
cell families (layout without fill, tap and decap cells):
kind of cell,Yosys count,count (layout),share of synthesized area
flip-flops,112,112,0.0606
AND-OR/OR-AND,312,312,0.0563
AND/OR/NAND/NOR,1273,1273,0.174
adder cells (fa/ha/maj),1192,1192,0.584
XOR/XNOR,36,36,0.00852
multiplexers,2,2,0.000575
other,1,16,0.000101
buffers and inverters,1124,1009,0.116
per-layer routing:
layer  share of wire  global-route usage
met1            0.41               0.235
met2            0.46               0.269
met3            0.10              0.0712
met4           0.024              0.0319
met5          0.0010             0.00566
worst max-delay path, cell delays in order (launching register included):
cell and delay [ns]:
dfxtp_1 0.72, buf_4 0.38, ha_1 0.25, fa_1 0.45, fa_1 0.49, inv_1 0.06, fa_1 0.46, fa_1 0.54
inv_1 0.05, fa_1 0.55, fa_1 0.46, fa_1 0.54, fa_1 0.43, ha_1 0.33, a21oi_1 0.29, o211ai_1 0.16
nor3_1 0.28, a211oi_1 0.14, o31ai_1 0.93, o31ai_1 0.34, a41oi_1 0.32, xor2_1 0.16, o21ai_0 0.08
area by class of cell:
cell class,count,area share
multi-input cells,2831,0.776
inverters,881,0.0839
clock inverters,7,0.00245
repair buffers,112,0.0230
clock buffers,9,0.00572
well taps,1625,0.0516
flip-flops and latches,112,0.0569
cells in the final DEF (no fill, tap or decap), drive strengths merged, types with 3 or more instances in the layout:
cell type	instances
nor4	13
dfxtp	112
nor2b	5
and3	8
a222oi	16
clkdlybuf4s50	26
a211oi	6
a41oi	4
fa	895
o221ai	3
nor2	99
a22o	19
nand2	505
a21oi	77
o21ai	65
clkinv	3
buf	86
or2	3
and2	575
a221o	3
nor3	10
o211ai	3
a31oi	5
nand4	21
o21a	5
xor2	20
o31ai	6
nand3	20
a21o	30
o21bai	5
xnor2	16
ha	297
clkbuf	9
conb	16
inv	885
a21boi	3
and4	5
a22oi	48
where the power goes:
part	internal, mW	total [mW]	switching, mW
Sequential	0.292	0.298	0.00638
Clock	0.119	0.259	0.140
Combinational	0.0324	0.110	0.0773
metrics by stage:
| step | area (um2) | total power [mW] | instances | setup WS (ns) |
|---|---|---|---|---|
| finish | 39400 | 0.667 | 5577 | 6.97 |
| floorplan | 37100 | 0.366 | 4067 | 8.28 |
| global route | 39400 | 0.696 | 5577 | 6.59 |
| global placement | 39100 | 0.415 | 5561 | 7.17 |
| CTS | 39400 | 0.672 | 5577 | 7.11 |
| detailed placement | 39100 | 0.414 | 5561 | 7.16 |
worst min-delay path by stage:
stage / slack (ns) / endpoint / cells past startpoint / from
final: 0.45 / result_full[62] / 2 / result_full[62]
after CTS: 0.46 / result_full[62] / 2 / result_full[62]
after global routing: 0.48 / result_full[51] / 2 / result_full[51]
Power is estimated from default activity; no workload was simulated.
